===== design.v =====
module hex_7_segment(
	input anode_type,
	input dot_enable,
	input [3:0] binary,
	output [7:0] segment
);
wire [7:0] seg;
assign seg = {dot_enable, digit};
assign segment = (anode_type) ? ~seg : seg;
reg [6:0] digit;
always @(*)begin
	case(binary)
		4'h0: digit = 7'h3F;
		4'h1: digit = 7'h06;
		4'h2: digit = 7'h5B;
		4'h3: digit = 7'h4F;
		4'h4: digit = 7'h66;
		4'h5: digit = 7'h6D;
		4'h6: digit = 7'h7D;
		4'h7: digit = 7'h07;
		4'h8: digit = 7'h7F;
		4'h9: digit = 7'h67;
		4'hA: digit = 7'h77;
		4'hB: digit = 7'h7C;
		4'hC: digit = 7'h39;
		4'hD: digit = 7'h5E;
		4'hE: digit = 7'h79;
		4'hF: digit = 7'h71;
		default: digit = 7'h7F;
	endcase
end
endmodule

===== run.sh =====
#!/bin/bash
# OpenROAD 26Q1-2900-gdf79404cd8, Yosys 0.63+post, stock flow scripts
make -C /OpenROAD-flow-scripts/flow DESIGN_CONFIG=/design/flow/config.mk WORK_HOME=/design/flow/orfs finish

===== config.mk =====
export PLATFORM = sky130hd
export DESIGN_NAME = hex_7_segment
export DESIGN_NICKNAME = hex_7_segment
export VERILOG_FILES = /design/flow/design.v
export SDC_FILE = /design/flow/constraint.sdc
export NUM_CORES = 4
export LEC_CHECK = 1
export CORE_AREA = 10 10 70 70
export DIE_AREA = 0 0 80 80

===== constraint.sdc =====
current_design hex_7_segment

set clk_period 2.0
set clk_io_pct 0.2

create_clock -name clk0 -period $clk_period

set non_clock_inputs [all_inputs -no_clocks]
set_input_delay [expr $clk_period * $clk_io_pct] -clock clk0 $non_clock_inputs
set_output_delay [expr $clk_period * $clk_io_pct] -clock clk0 [all_outputs]

==> reports/results.ini <==
[critical_path]
critPathLaunch = binary[0]
critPathMostFrequentCell = buf_6
cpPeakStageDelay_ns = 0.32
slowest_stage = mux2_4
critPathLaunchType = primary input
worst_ep_arrival_time_ns = 1.58
critPathKind = primary input to primary output
critPathMaxFanout = 5
crit_path_end_kind = primary output
worstSetupEndpoint = segment[3]
crit_path_cell_trace = buf_6, buf_6, ha_4, mux2i_1, mux2_4, a311oi_2, buf_2
worstPathRequired_ns = 1.60

[worst_hold_path]
min_path_type = primary input to primary output
worstHoldStart = binary[2]
min_path_cells = 5

[synth]
yosysChipArea_um2 = 382
top_area_frac = 0.164
yosysSeqAreaShare = 0
ys_warn_count = 1
area_leaders = ha_1 (16%), mux2i_1 (10%), xor2_1 (9.2%)
netlist_instances = 48
syn_avg_cell_area_um2 = 7.95
common_cells = ha_1 (5), mux2i_1 (4), xor2_1 (4)
yosys_cells = 48
syn_area_um2 = 382
yosys.area.top_type = ha_1
synth.distinct_cells = 25
top_cell = ha_1

[timing]
slew_headroom = 0.847
whs_ns = 1.34
setup_viol = 0
max_freq_mhz = 505
worstMarginPinSlew_ns = 0.229
final_hold_viol_count = 0
fin_crit_sh = 0.989
rsz0062_at_grt = yes
finalSetupTns_ns = 0
slew_viol_final = 0
worst_slack_ns = 0.0213
min_period_ns = 1.98

[power_and_ir_drop]
netSwitchingFraction = 0.405
combPwrFrac = 1.000
power.internal_w = 0.0000898
switchingPower_w = 0.0000610
ir_drop_mv = 0.0606
p_per_area_nw_per_um2 = 207
p_leak_nw = 0.299
clockPowerShare = 0
p_seq_frac = 0

[global_routing]
grt_pass1_vias = 433
grt-ovfl-total = 0
grt_max_degree = 9
grt_first_pass_wirelength_um = 1990
track_usage = 0.0358
antenna_found_initial = 0

[routing]
wire_per_inst_um = 9.54
vias = 430
drt_iter0_markers = 33
drc_errors = 0
num_antenna_cells = 0
firstDrtPassIters = 4
top_layer = met3
wl_met2_um = 466
totalWireLength_um = 1130
route.met3.wl_um = 121
drtAntennaViolNets = 0
via_per_inst = 3.64
wl_met1_um = 538

[run_status]
outcome = complete, no violations

[floorplan]
placementRows = 21
core_area_um2 = 3420
io_pins = 14
core_util_floorplan = 0.112
dieArea_um2 = 6400
die_w_um = 80
die_h_um = 80

[layout]
drive_above_1_share = 0.542
nClkBuffers = 0
design_area_um2 = 729
seq_area_um2 = 0
syn2layout_area_growth_pct = 91.1
utilization = 0.214
flops = 0

[placed_design]
hpwl_um = 857
io_buffers = 14
routabilityCongestion = 0.762
placed_area_um2 = 633
dpl_worst_slack_ns = -0.915

[run]
tool_warnings = 37
maxCapViolations = 0

[cts]
holdBufCountCts = 0

-- final cells by class --
| class | instances | area (µm²) |
|---|---|---|
| fill | 383 | 2690 |
| tap | 46 | 57.6 |
| timing repair buffer | 28 | 230 |
| inverter | 3 | 16.3 |
| multi-input combinational | 41 | 425 |
-- per-stage QoR --
stage | instances | power, W
finish | 118 | 0.000151
global route | 118 | 0.000169
CTS | 118 | 0.000148
detailed placement | 115 | 0.000141
global placement | 115 | 0.000140
floorplan | 48 | 0.0000630
-- layer usage --
| layer | track usage | vias up |
|---|---|---|
| li1 | - | 221 |
| met1 | 0.0494 | 193 |
| met2 | 0.0562 | 16 |
| met3 | 0.0114 | 0 |
| met4 | 0 | 0 |
| met5 | 0 | - |
-- placed cells by master (no fill, tap or decap), drive strengths merged --
master | synthesis | final
a21boi | 1 | 1
a21oi | 3 | 3
a311oi | 1 | 1
a31o | 1 | 1
a31oi | 1 | 1
and2 | 1 | 1
buf | 4 | 18
clkbuf | 0 | 3
clkdlybuf4s15 | 0 | 1
clkdlybuf4s50 | 0 | 2
dlygate4sd2 | 0 | 4
ha | 5 | 5
inv | 3 | 3
mux2 | 3 | 3
mux2i | 4 | 4
nand2 | 2 | 2
nand2b | 3 | 3
nand4 | 1 | 1
nor2 | 1 | 1
nor2b | 3 | 3
nor3 | 2 | 2
nor3b | 1 | 1
o221ai | 1 | 1
o32ai | 1 | 1
xnor2 | 2 | 2
xor2 | 4 | 4
-- cell families (layout without fill, tap and decap cells) --
family | Yosys count | after routing | share of synthesized area
mux | 7 | 7 | 0.203
buf+inv | 7 | 31 | 0.105
xor+xnor | 6 | 6 | 0.138
fa+ha+maj | 5 | 5 | 0.164
simple gates | 14 | 14 | 0.207
compound gates | 9 | 9 | 0.184
-- worst max-delay path: cells and delay by family --
kind | cells | cell delay (ns)
compound gates | 1 | 0.18
mux | 2 | 0.48
fa+ha+maj | 1 | 0.16
buf+inv | 3 | 0.35
-- repair_timing --
item | 4_1_cts | 5_1_grt
gates cloned | 0 | 0
pin swaps | 11 | 6
resized | 44 | 13
setup buffers | 3 | 0
setup endpoints to repair | 8 | 6
-- power groups by stage --
stage	Combinational, W	Sequential (W)	Clock (W)
final	0.000151	0	0
after CTS	0.000148	0	0
after global routing	0.000169	0	0
-- worst min-delay path by stage --
stage	to	slack, ns
after CTS	segment[1]	1.40
after global routing	segment[3]	1.38
final	segment[3]	1.34
Power figures rest on the tool's default switching activity, not on a simulated workload.
