`design/flow/design.v`:
```
module debouncer#(
  parameter CLK_PERIOD_NS = 20,    
  parameter BOUNCE_TIME_MS = 20    
)(
  input clk,
  input n_rst,
  input active_low,     
  input button_in,      
  output button_out     
);
  localparam TIME_SCALE = 1_000_000;  
  localparam CNT_MAX = (BOUNCE_TIME_MS * TIME_SCALE) / CLK_PERIOD_NS;
  localparam CNT_WIDTH = $clog2(CNT_MAX);
  localparam RELEASED = 0;
  localparam PUSH_WAIT = 1;
  localparam PUSHED = 2;
  localparam RELEASE_WAIT = 3;
  reg [CNT_WIDTH-1:0] clk_cnt;
  reg rect_out;
  reg [1:0] c_state, n_state;
  wire btn;
  wire cnt_max;
  wire cnt_busy;
  assign btn = (active_low) ? !(button_in) : (button_in);  
  assign cnt_max = (clk_cnt == (CNT_MAX-1)) ? 1'b1 : 1'b0;
  assign cnt_busy = ((c_state == PUSH_WAIT) || (c_state == RELEASE_WAIT));
  assign button_out = rect_out;
  always @(posedge clk or negedge n_rst)begin
    if(!n_rst)        clk_cnt <= 0;
    else if(cnt_busy) clk_cnt <= clk_cnt + {{{CNT_WIDTH-1}{1'b0}},1'b1};
    else              clk_cnt <= 0;  
  end
  always @(posedge clk or negedge n_rst)begin
    if(!n_rst)  c_state <= RELEASED;
    else        c_state <= n_state;
  end
  always @(*)begin
    case(c_state)
      RELEASED:     n_state = (btn) ? PUSH_WAIT : c_state;
      PUSH_WAIT:    n_state = (cnt_max) ? PUSHED : c_state;
      PUSHED:       n_state = !(btn) ? RELEASE_WAIT : c_state;
      RELEASE_WAIT: n_state = (cnt_max) ? RELEASED : c_state;
      default:      n_state = RELEASED;
    endcase
  end
  always @(*)begin
    case(c_state)
      PUSHED:     rect_out = 1'b1;
      PUSH_WAIT:  rect_out = 1'b1;
      default:    rect_out = 1'b0;
    endcase
  end
endmodule
```
`design/flow/run.sh`:
```
#!/bin/bash
# OpenROAD 26Q1-2900-gdf79404cd8, Yosys 0.63+post, stock flow scripts
make -C /OpenROAD-flow-scripts/flow DESIGN_CONFIG=/design/flow/config.mk WORK_HOME=/design/flow/orfs finish
```
`design/flow/config.mk`:
```
export PLATFORM = sky130hd
export DESIGN_NAME = debouncer
export DESIGN_NICKNAME = debouncer
export VERILOG_FILES = /design/flow/design.v
export SDC_FILE = /design/flow/constraint.sdc
export NUM_CORES = 4
export LEC_CHECK = 1
export CORE_AREA = 10 10 95 95
export DIE_AREA = 0 0 105 105
```
`design/flow/constraint.sdc`:
```
current_design debouncer

set clk_period 4.6
set clk_io_pct 0.2

create_clock -name clk0 -period $clk_period [get_ports {clk}]

set non_clock_inputs [all_inputs -no_clocks]
set_input_delay [expr $clk_period * $clk_io_pct] -clock clk0 $non_clock_inputs
set_output_delay [expr $clk_period * $clk_io_pct] -clock clk0 [all_outputs]
```
==> impl_metrics.toml <==
# yosys + openroad results
[logic_synthesis]
edf_count = 0
yosys_warnings = 1
ys_types = 36
synth-seq-cells = 22
async_flop_share = 1.00
ys_seq_frac = 0.459
synth.avg_cell_area_um2 = 9.68
synth_stat.cells = 124
netlist_area_um2 = 1200
synthCells = 124
synthFlopType = "dfrtp_1"
ys_area_um2 = 1200

[die]
chipWidth_um = 105
fp_util = 0.174
ios = 5
rows = 30
dieArea_um2 = 11000
die_h_um = 105
coreArea_um2 = 6910

[setup_path]
crit_type = "reg -> out"
path_delay_family = "buffers and inverters"
cp_cell_sequence = "inv_1 -> ha_1 -> clkdlybuf4s50_1"
rrSetupSlack_ps = 2690
rr_startpoint = "clk_cnt[12]$_DFF_PN0_"
r2r_end = "c_state[1]$_DFFE_PN0P_"
critPathLaunchType = "register"
crit_arrival_ps = 1550
cp_slowest_cell = "clkdlybuf4s50_1"
rr_worst_depth = 4
end_kind = "primary output"
cp_max_fo = 4
worstPathRequired_ps = 3680
max_stage_delay_ps = 490
critPathBufInv = 2

[global_routing]
grt_pass1_vias = 855
grt_max_degree = 23
grt_pass1_wl_um = 4020
antenna_found_initial = 0
track_usage = 0.0413
grt-ovfl-total = 0

[route]
dr.pass1.iters = 4
viasPerCell = 4.08
wl_per_cell_um = 10.3
wirelength_um = 2320
via_count = 917
drc = 0
ant_nets = 0
drt_first_iter_violations = 27
antenna_cells = 0

[clock_tree]
clk_pin_slew_ps = 80
cts_setup_buffers = 0
cts_resized = 0
cts_inserted_buffers = 3
cts_tree = "built"
cts.sinks = 22
clk_latency_ps = 260
root_buffer = "clkbuf_8"
max-clock-path-buffers = 2
cts_hold_buf = 0
cts-htree-levels = 1

[power_and_ir_drop]
power_switching_uw = 70.9
ir_worst_vdd_uv = 98.8
clkPwrFrac = 0.476
internal-power_uw = 313
p_leak_uw = 0.000561
p_seq_frac = 0.503
switching_share = 0.185
powerDensity_nw_per_um2 = 270
pwr-share-comb = 0.021

[hold_path]
min_to = "clk_cnt[0]$_DFF_PN0_"
hold_path.class = "reg -> reg"
hold_path_depth = 1
hp-start = "clk_cnt[0]$_DFF_PN0_"

[placed_design]
gp_congestion = 0.788
dpl.hpwl_um = 1610
place_inst = 221
io_buffers = 4

[final_timing]
rsz0062_at_grt = "false"
hold_viol = 0
fin_worst_skew_ps = 3.44
finalSetupViolCount = 0
final_max_slew_viol_count = 0
period_used_share = 0.537
timing.fmax_ghz = 0.404
fin_setup_tns_ps = 0
worst_pin_slew_ps = 362
relSlewSlack = 0.757
layout_min_cycle_time_ps = 2470

[layout]
stdcell_count = 225
fillers = 760
layout_top_cell = "dfrtp_1"
area_delta_synth_final_pct = 18.2
final_cell_mix = "dfrtp_1, nor2_1, nand2_1"
layout-drive-gt1-share = 0.0853

[run]
tool_warnings = 28
drv_cap = 0

[status]
status = "finished clean"
Yosys cell counts, drive strengths merged (2+ instances only):
cell,n,area share
o21ai,6,0.025
a21oi,5,0.021
nand3,8,0.038
clkbuf,3,0.0094
ha,5,0.052
nand2,9,0.028
buf,2,0.014
xor2,3,0.022
or3,7,0.038
nand2b,3,0.016
dfrtp,22,0.46
inv,4,0.013
nor2,13,0.041
nor3,3,0.013
mux2i,3,0.025
xnor2,8,0.058
nor4,4,0.026
and2,2,0.010
power groups by stage:
stage         Sequential [µW]  Clock [µW]  Combinational [µW]
finish                    193         183                7.99
CTS                       193         188                8.43
global route              193         193                9.35
cell families (layout without fill, tap and decap cells):
logic type | after synthesis | after routing | share of synthesized area
compound gates | 16 | 16 | 0.0793
fa+ha+maj | 5 | 5 | 0.0521
flops | 22 | 22 | 0.459
simple gates | 57 | 57 | 0.260
xor+xnor | 11 | 11 | 0.0803
buf+inv | 9 | 14 | 0.0354
mux | 4 | 4 | 0.0344
worst max path at each step:
stage                 slack [ps]                   start  cells after the start          to
after global routing        2000  c_state[0]$_DFFE_PN0P_                      3  button_out
final                       2130  c_state[0]$_DFFE_PN0P_                      3  button_out
after CTS                   2080  c_state[0]$_DFFE_PN0P_                      3  button_out
through the flow:
| step | hold slack (ps) | instance area, µm² | setup WS (ps) | util | power, µW |
|---|---|---|---|---|---|
| final | 484 | 1420 | 2130 | 0.205 | 384 |
| after global routing | 505 | 1420 | 2000 | 0.205 | 395 |
| after CTS | 488 | 1420 | 2080 | 0.205 | 389 |
| after detailed placement | 475 | 1350 | 2290 | 0.195 | 205 |
| after global placement | 475 | 1350 | 2300 | 0.195 | 206 |
| after floorplan | 445 | 1200 | 2820 | - | 198 |
flip-flops by register name, summed over array words and instances, names as in the netlist:
signal,flops
clk_cnt,20
c_state,2
layer usage:
layer / global-route usage / wire length (µm) / share of wire / up-vias
li1: - / - / - / 447
met1: 0.0529 / 1100 / 0.48 / 457
met2: 0.0685 / 1090 / 0.47 / 11
met3: 0.0137 / 105 / 0.045 / 2
met4: 0.00392 / 21 / 0.0091 / 0
met5: 0 / 0 / 0 / -
area by class of cell:
class | count | area [µm²] | share of cell area
multi-input combinational | 93 | 607 | 0.428
sequential | 22 | 551 | 0.388
tap | 96 | 120 | 0.0847
timing repair buffer | 6 | 55.1 | 0.0388
clock buffer | 3 | 41.3 | 0.0291
clock inverter | 1 | 30.0 | 0.0212
inverter | 4 | 15.0 | 0.0106
Power figures rest on the tool's default switching activity, not on a simulated workload.
